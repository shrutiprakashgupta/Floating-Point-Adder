$ cat flow/config.mk
export PLATFORM = sky130hd
export DESIGN_NAME = adder
export DESIGN_NICKNAME = adder
export VERILOG_FILES = /design/flow/design.v
export SDC_FILE = /design/flow/constraint.sdc
export NUM_CORES = 4
export LEC_CHECK = 1
export CORE_UTILIZATION = 30
$ cat flow/constraint.sdc
current_design adder

set clk_period 1.0
set clk_io_pct 0.2

create_clock -name clk0 -period $clk_period [get_ports {clk}]

set non_clock_inputs [all_inputs -no_clocks]
set_input_delay [expr $clk_period * $clk_io_pct] -clock clk0 $non_clock_inputs
set_output_delay [expr $clk_period * $clk_io_pct] -clock clk0 [all_outputs]
$ cat flow/design.v
module adder #(parameter E_WIDTH=8, M_WIDTH=23) (clk, rst, add_sub, A, B, sign_res, exp_res, sum_spc_case, s_case, sum);   
    input clk;
    input rst;
    input add_sub;
    input [M_WIDTH-1:0] A;
    input [M_WIDTH-1:0] B;
    input sign_res;
    input [E_WIDTH-1:0] exp_res;
    input [E_WIDTH+M_WIDTH:0] sum_spc_case;
    input s_case;
    output reg [E_WIDTH+M_WIDTH+1:0] sum;
    always @(posedge clk or negedge rst) begin
        if (rst == 1'b0) begin
            sum <= 0;
        end
        else if (s_case == 1'b1) begin
            sum <= {sum_spc_case[E_WIDTH+M_WIDTH:M_WIDTH],1'b0,sum_spc_case[M_WIDTH-1:0]};
        end
        else begin
          if (add_sub == 1'b0) begin
                sum[E_WIDTH+M_WIDTH+1:M_WIDTH+1] <= {sign_res,exp_res};
                sum[M_WIDTH:0] <= A + B;
            end
            else begin
                sum[E_WIDTH+M_WIDTH+1:M_WIDTH+1] <= {sign_res,exp_res};
                sum[M_WIDTH:0] <= A - B;
            end 
        end
    end
endmodule    
$ cat flow/run.sh
#!/bin/bash
# OpenROAD 26Q1-2900-gdf79404cd8, Yosys 0.63+post, stock flow scripts
make -C /OpenROAD-flow-scripts/flow DESIGN_CONFIG=/design/flow/config.mk WORK_HOME=/design/flow/orfs finish
==> impl_metrics.toml <==
# yosys + openroad results
[floorplanning]
die_w_um = 99.1
initCoreUtil_pct = 30.7
io_pins = 124
num_rows = 35
die_h_um = 99.1
die_area_um2 = 9810
core-area_um2 = 9200

[pwr]
vdd_drop_max_mv = 0.564
p_sw_mw = 1.91
total_power_mw = 5.95
power_density_nw_per_um2 = 1040
power.share.switching_pct = 32.0
p_int_mw = 4.05
p_seq_share_pct = 26.4
pwr-share-clk_pct = 15.5
p_leak_nw = 2.57
pwr-share-comb_pct = 58.1

[logic_synthesis]
synth_warnings = 1
ys_area_um2 = 2830
edf_count = 0
yosysCellCount = 331
ys_ff = 33
ys_types = 48
async_flop_share_pct = 100
avgSynthCellArea_um2 = 8.54
synth.cell_area_um2 = 2830
syn_inst = 331
synth-main-ff-cell = "dfrtp_1"
ys_seq_share_pct = 29.2

[route]
avgRoutedWirePerCell_um = 12.7
drtAntennaViolNets = 0
drt-total-wl_um = 8840
antennaDiodeCount = 0
viasPerCell = 4.71
firstDrtPassIters = 4
drc = 0
drt-initial-drc-count = 71
num_vias = 3268

[final_layout]
lay_top_count = "buf_4"
area_delta_synth_final_pct = 102
top_register = "sum"
final_cells = 694
drive_gt1_share_pct = 47.0
largest_registers = "sum: 33 flops"
largest_reg_flops = 33
final_layout_top_logic_cells = "buf_4, clkdlybuf4s50_1, buf_2, dfrtp_1, nand2_1"

[global_routing]
antenna_found_initial = 0
grt_max_degree = 34
top_usage_layer = "met2"
groute.usage.overall_pct = 17.6
globalRoute.totalOverflow = 0
grt_use_met3_pct = 1.59
grt_pass1_wl_um = 13900
grt_pass1_vias = 3005
use_met2_pct = 28.1
use_met1_pct = 27.7

[worst_setup_path]
crit_path_frequent_cell = "nor3_4"
cp_num_buf_inv = 1
path_max_fanout = 4
cp-end-kind = "register"
crit_type = "input pin to register"
required_ps = 1160
crit_arrival_ps = 2910
cp_top_family = "AND-OR/OR-AND gates"
slowest_delay_ps = 390
worstPathCellList = "buf_6 -> nor3_4 -> nand2_2 -> nor3_4 -> a31oi_2 -> xnor2_1 -> ha_1 -> a21oi_2 -> nand2_1 -> a221o_1 -> a211oi_2 -> a21oi_1 -> xor2_1 -> mux2_4"
crit_path_start_kind = "input pin"
cp_slowest_cell = "a221o_1"

[clock_network]
root_buffer = "clkbuf_8"
htree_levels = 2
clockBufferDepth = 2
numCtsBuffers = 5
cts_tree = "built"
clkTransAtPathRegs_ps = 60
ctsHoldBuffers = 0
cts.sinks = 33

[job]
warning_count = 29
cap_viol_max_count = 0

[final_timing]
tightest_slew_ps = 300
layout_min_cycle_time_ps = 2750
drv_slew = 0
rsz0062_at_grt = "true"
hold_violations = 0
max_freq_ghz = 0.364
period_used_pct = 275
relSlewSlack_pct = 79.8
setup_viol = 23
setup_ws_ps = -1750

[placement]
routabilityCongestion = 0.855
dp.cells = 661
port_buffers = 123
dp_hpwl_um = 6930

[worst_hold_path]
min_path_type = "input pin to register"

[run_status]
violations = "setup timing"
status = "complete, but fails checks"
-- cell families after synthesis --
kind of cell | count (synthesis) | synth area share (%)
AND/OR/NAND/NOR | 99 | 16.9
adder cells (fa/ha/maj) | 26 | 11.8
AND-OR/OR-AND | 94 | 21.2
flip-flops | 33 | 29.2
multiplexers | 14 | 5.53
buffers and inverters | 27 | 3.59
XOR/XNOR | 38 | 11.8
-- power groups by stage --
stage                 logic, mW  registers [mW]  clock network, mW
final                      3.46            1.57              0.924
after global routing       3.76            1.60               1.01
after CTS                  3.21            1.58              0.967
-- path summary, 6_finish.rpt --
path | startpoint | end | cells past startpoint
max | B[5] | sum[20]$_DFF_PN0_ | 14
min | s_case | sum[32]$_DFF_PN0_ | 2
max in group asynchronous | rst | sum[5]$_DFF_PN0_ | 2
min in group asynchronous | rst | sum[15]$_DFF_PN0_ | 2
-- cells in the mapped netlist (all sizes together) (3+ instances only) --
cell type / number / area share, %
a21oi: 26 / 4.7
xnor2: 32 / 9.9
nor4: 3 / 0.66
a21o: 8 / 2.1
clkbuf: 12 / 1.6
nand3: 4 / 0.71
and3: 3 / 0.66
inv: 15 / 2.0
o21ai: 26 / 4.6
xor2: 6 / 1.9
mux2: 13 / 5.2
o31ai: 3 / 0.80
nor2b: 6 / 1.3
and4: 3 / 0.93
o21a: 5 / 1.4
dfrtp: 33 / 29
nor2: 21 / 2.8
or3: 4 / 0.89
a211oi: 3 / 0.97
nand2: 30 / 4.0
ha: 25 / 11
nor3: 14 / 2.5
a31oi: 9 / 2.0
nand4: 5 / 1.1
-- metrics by stage --
stage                     area, µm²  hold slack (ps)  setup WS, ps  TNS [ps]  util, %
final                          5720              249         -1750    -30240     62.1
after floorplan                3050            -95.6         -1830    -28560        -
after CTS                      5480              248         -1810    -30710     59.6
after global placement         5190              537         -2420    -47090     56.4
after global routing           5720              269         -1900    -33110     62.1
after detailed placement       5190              541         -2440    -47760     56.4
-- layout make-up --
class,count,area [µm²]
Multi-Input combinational cell,271,2390
Timing Repair Buffer,256,2200
Tap cell,111,139
Inverter,15,81.3
Fill cell,753,3480
Sequential cell,33,826
Clock buffer,6,72.6
Clock inverter,2,10.0
-- what timing repair did --
action / 4_1_cts / 5_1_grt
setup endpoints to repair: 57 / 24
setup buffers: 12 / 16
pin swaps: 74 / 49
gates resized: 205 / 37
gates cloned: 1 / 0
-- layer usage --
| layer | vias to the layer above | share of wire, % |
|---|---|---|
| met5 | - | 0 |
| met4 | 0 | 0.96 |
| met3 | 7 | 4.8 |
| met2 | 92 | 44 |
| met1 | 1474 | 50 |
| li1 | 1695 | - |
Power figures rest on the tool's default switching activity, not on a simulated workload.
