==> ./design.v <==
module decode #(parameter E_WIDTH=8, M_WIDTH=23) (clk, rst, A, B, sign_A, sign_B, exp_A, exp_B, mnt_A, mnt_B, exp_diff, gt_lt);
    input clk;
    input rst;
    input [E_WIDTH+M_WIDTH:0] A;
    input [E_WIDTH+M_WIDTH:0] B;
    output reg sign_A;
    output reg sign_B;
    output reg [E_WIDTH-1:0] exp_A;
    output reg [E_WIDTH-1:0] exp_B;
    output reg [M_WIDTH-1:0] mnt_A; 
    output reg [M_WIDTH-1:0] mnt_B; 
    output reg [E_WIDTH-1:0] exp_diff;
    output reg gt_lt;
    parameter BIAS = (1 << (E_WIDTH-1)) - 1;
    always @(posedge clk or negedge rst) begin
        if(rst == 1'b0) begin
            sign_A <= 0;
            sign_B <= 0;
            exp_A <= 0;
            exp_B <= 0;
            mnt_A <= 0;
            mnt_B <= 0;
            exp_diff <= 0;
            gt_lt <= 0;
        end
        else begin
            sign_A <= A[E_WIDTH+M_WIDTH];
            sign_B <= B[E_WIDTH+M_WIDTH];
          exp_A <= $signed(A[E_WIDTH+M_WIDTH-1:M_WIDTH]) - BIAS;
          exp_B <= $signed(B[E_WIDTH+M_WIDTH-1:M_WIDTH]) - BIAS;
            mnt_A <= A[M_WIDTH-1:0];
            mnt_B <= B[M_WIDTH-1:0];
            if (A[E_WIDTH+M_WIDTH-1:M_WIDTH] > B[E_WIDTH+M_WIDTH-1:M_WIDTH]) begin
                gt_lt = 1'b1;        
                exp_diff <= A[E_WIDTH+M_WIDTH-1:M_WIDTH] - B[E_WIDTH+M_WIDTH-1:M_WIDTH];
            end
            else begin
                gt_lt = 1'b0;        
                exp_diff <= B[E_WIDTH+M_WIDTH-1:M_WIDTH] - A[E_WIDTH+M_WIDTH-1:M_WIDTH];
            end 
        end
    end
endmodule 
==> ./run.sh <==
#!/bin/bash
# OpenROAD 26Q1-2900-gdf79404cd8, Yosys 0.63+post, stock flow scripts
make -C /OpenROAD-flow-scripts/flow DESIGN_CONFIG=/design/flow/config.mk WORK_HOME=/design/flow/orfs finish
==> ./config.mk <==
export PLATFORM = sky130hd
export DESIGN_NAME = decode
export DESIGN_NICKNAME = decode
export VERILOG_FILES = /design/flow/design.v
export SDC_FILE = /design/flow/constraint.sdc
export NUM_CORES = 4
export LEC_CHECK = 1
export CORE_UTILIZATION = 40
==> ./constraint.sdc <==
current_design decode

set clk_period 1.0
set clk_io_pct 0.2

create_clock -name clk0 -period $clk_period [get_ports {clk}]

set non_clock_inputs [all_inputs -no_clocks]
set_input_delay [expr $clk_period * $clk_io_pct] -clock clk0 $non_clock_inputs
set_output_delay [expr $clk_period * $clk_io_pct] -clock clk0 [all_outputs]
==> out/results.ini <==
[placed_design]
io_buffers=138
dp_cells=456
dp_slack_ps=-1540
gp_congestion=0.865
dp_hpwl_um=5210

[hold_path]
holdCritPathClass=in -> async

[logic_synthesis]
post_synth_num_cell_types=30
synth_warnings=1
syn-cell-area_mm2=0.00275
synth.most_common_cell=dfrtp_1
synthMuxAreaShare_pct=3.41
synthCells=192
ys_top_cells_by_area=dfrtp_1 66%, ha_1 7.7%, xnor2_1 3.5%
async_flop_share_pct=100
synth-edff-count=0
ys_ff=73
ff_type=dfrtp_1
ys_cells=192
logic_family=adder cells
yosysTopAreaCell=dfrtp_1
top_cell_area_share_pct=66.3
syn_area_per_cell_um2=14.3
yosysChipArea_mm2=0.00275
ys_sh_adder_pct=9.18
yosysSeqAreaShare_pct=66.3
common_cells=73 x dfrtp_1, 17 x ha_1, 16 x inv_1
ys_sh_xor_pct=4.77
ys_sh_simple_pct=5.41
synth.cellmix.compoundShare_pct=7.13

[cts]
root_buffer=clkbuf_8
clk_pin_slew_worst_paths_ps=80
cts_tree=yes
cts_made_buffers=9
htree_levels=3
cts.path.max_buffers=2
clock-sinks=73

[timing]
slew_violations=0
setup_violations=57
tns_ps=-4900
finalCritPeriodShare_pct=161
grt_setup_unrepaired=true
fmax_ghz=0.623
worst_slack_ps=-606
worst_slew_pin_slew_ps=380
hold_viol_final=73
post-route-min-period_ps=1610
hold_slack_ps=-172
relSlewSlack_pct=74.7

[final_layout]
fin_cells=481
register_area_mm2=0.00183
drive_gt1_share_pct=50.6
comb_area_mm2=0.00106
area_delta_synth_final_pct=72.0
num-fill-cells=459

[floorplanning]
die.size.y_um=85.0
dieWidth_um=85.0
die-area_mm2=0.00722
row_count=29
io_pins=139
core-area_mm2=0.00649
initCoreUtil_pct=42.4

[critical_path]
path_class=in -> reg
crit_arrival_ps=1880
start_kind=input pin
crit_required_ps=1270
critPathCaptureType=flop
path_max_fanout=4

[route]
wl_per_cell_um=14.4
drc_errors=0
dr.pass1.iters=23
ant_nets=0
drt_iter0_markers=95
dr_total_vias=2252
via_per_inst=4.68
routed_wl_um=6930

[status]
violations=hold timing, setup timing
status=complete, but fails checks

[pwr]
power.switching_w=0.00165
comb_power_share_pct=21.5
switching_share_pct=24.7
internal-power_w=0.00504
clockPowerShare_pct=30.3
p_seq_share_pct=48.2
ir_worst_vdd_mv=0.774
power.density_mw_per_mm2=1410
p_leak_nw=2.27

[run]
warnings=38
cap_violations=0

[global_route]
grt_overflow=0
antenna_found_initial=1
grt_usage_pct=21.3
grt_pass1_wl_um=11400
grt_pass1_vias=2286
grt_max_degree=74

-- power groups by stage --
stage         clock network, W  logic, W  registers [W]
CTS                    0.00211   0.00145        0.00322
finish                 0.00203   0.00144        0.00322
global route           0.00225   0.00159        0.00324
-- flip-flops by register name (all words and copies together) (netlist names) --
signal / cells
exp_A: 8
sign_A: 1
mnt_B: 23
sign_B: 1
gt_lt: 1
exp_diff: 8
exp_B: 8
mnt_A: 23
-- path summary, 6_finish.rpt --
check / from / endpoint / slack, ps
min in group clk0: A[23] / exp_A[0]$_DFF_PN0_ / 150
max in group asynchronous: rst / exp_B[4]$_DFF_PN0_ / 840
min: rst / exp_diff[0]$_DFF_PN0_ / -170
max: A[23] / exp_diff[5]$_DFF_PN0_ / -610
-- what timing repair did --
action                                  4_1_cts  5_1_grt
setup buffers                                 9        1
gates resized                               318        7
pin swaps                                    20        8
endpoints found under the setup margin       94       84
endpoints found under the hold margin        73       73
-- metal layers --
metal | vias to the layer above | share of wire (%) | global-route usage [%] | routed length (um)
met2 | 109 | 47 | 33.8 | 3240
met5 | - | 0 | 0 | 0
li1 | 1068 | - | - | -
met4 | 0 | 1.7 | 3.08 | 120
met3 | 14 | 9.8 | 5.63 | 676
met1 | 1061 | 42 | 32.2 | 2890
-- area by class of cell --
cell class                      count  area share [%]
Clock inverter                      5           0.819
Timing Repair Buffer              200            31.6
Multi-Input combinational cell     98            22.4
Tap cell                           77            2.03
Clock buffer                       11            2.99
Antenna cell                        1          0.0528
Sequential cell                    73            38.6
Inverter                           16            1.53
-- cells by family (layout without fill, tap and decap cells) --
family / Yosys count / in the layout
AND-OR/OR-AND: 27 / 27
buffers and inverters: 21 / 232
multiplexers: 9 / 9
other: 0 / 1
flip-flops: 73 / 73
AND/OR/NAND/NOR: 28 / 28
XOR/XNOR: 15 / 15
adder cells (fa/ha/maj): 19 / 19
-- worst max-delay path: stages --
cell and delay (ps):
buf_12 90, inv_12 30, ha_4 150, fa_2 350, nand3b_1 200, a21oi_2 160, o31a_1 200, buf_6 140
mux2i_2 210, xor2_1 150
-- layout by cell type (no fill, tap or decap), types with 4 or more instances in the layout --
cell type and count:
a21o_1 4, a31oi_1 4, buf_2 77, buf_4 57, buf_6 6, clkbuf_8 10, clkdlybuf4s50_1 48, dfrtp_1 73
dlygate4sd2_1 4, ha_1 5, ha_4 11, inv_1 6, inv_2 9, mux2i_1 4, nand2_1 6, nand3_1 6
xnor2_1 11, xor2_1 4
-- metrics by stage --
stage / hold slack [ps] / cell area, um^2 / total power, W / utilization [%]
2_1_floorplan: -95.6 / 2790 / 0.00367 / -
3_3_place_gp: 237 / 4640 / 0.00475 / 71.4
3_5_place_dp: 238 / 4640 / 0.00476 / 71.4
4_1_cts: -140 / 4740 / 0.00678 / 73.0
5_1_grt: -145 / 4740 / 0.00707 / 72.9
6_report: -172 / 4740 / 0.00669 / 72.9
Power figures rest on the tool's default switching activity, not on a simulated workload.
