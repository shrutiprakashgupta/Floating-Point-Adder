==> design.v <==
module normalize #(parameter E_WIDTH=8, M_WIDTH=23) (clk, rst, sum, res);
    input clk;
    input rst;
    input [E_WIDTH+M_WIDTH+1:0] sum;
    output reg [E_WIDTH+M_WIDTH:0] res;
    wire [E_WIDTH-1:0] exp;
    wire [M_WIDTH-1:0] val;
    parameter BIAS = 1 << (E_WIDTH-1);
    assign exp = sum[M_WIDTH]?sum[E_WIDTH+M_WIDTH:M_WIDTH+1]+1:sum[E_WIDTH+M_WIDTH:M_WIDTH+1];
    assign val = sum[M_WIDTH]?sum[M_WIDTH:1]:sum[M_WIDTH-1:0];
    always @(posedge clk or negedge rst) begin
        if (rst == 1'b0) begin
            res <= 0;
        end
        else begin
            if (exp == BIAS) begin
                res[E_WIDTH+M_WIDTH:M_WIDTH] <= {sum[E_WIDTH+M_WIDTH+1],exp};
                res[M_WIDTH-1:0] <= 0; 
            end
            else begin
                res[E_WIDTH+M_WIDTH:M_WIDTH] <= {sum[E_WIDTH+M_WIDTH+1],exp};
                res[M_WIDTH-1:0] <= val;
            end
        end
    end
endmodule
==> run.sh <==
#!/bin/bash
# OpenROAD 26Q1-2900-gdf79404cd8, Yosys 0.63+post, stock flow scripts
make -C /OpenROAD-flow-scripts/flow DESIGN_CONFIG=/design/flow/config.mk WORK_HOME=/design/flow/orfs finish
==> config.mk <==
export PLATFORM = sky130hd
export DESIGN_NAME = normalize
export DESIGN_NICKNAME = normalize
export VERILOG_FILES = /design/flow/design.v
export SDC_FILE = /design/flow/constraint.sdc
export NUM_CORES = 4
export LEC_CHECK = 1
export CORE_AREA = 10 10 107 107
export DIE_AREA = 0 0 117 117
==> constraint.sdc <==
current_design normalize

set clk_period 1.0
set clk_io_pct 0.2

create_clock -name clk0 -period $clk_period [get_ports {clk}]

set non_clock_inputs [all_inputs -no_clocks]
set_input_delay [expr $clk_period * $clk_io_pct] -clock clk0 $non_clock_inputs
set_output_delay [expr $clk_period * $clk_io_pct] -clock clk0 [all_outputs]
==> deck_impl_summary.md <==
Physical Implementation Snapshot

Status
  – Status: finished, violations left
  – Failing checks: setup timing

Layout
  – Regs by FF count: res x32
  – Largest register FFs: 32
  – Top cell excl fill/tap: buf_2
  – Layout cells sized above 1: 53.36%
  – Most frequent cells in the layout: buf_2 (33), dfrtp_1 (32), clkdlybuf4s50_1 (25), a21oi_2 (24), mux2i_1 (22)
  – Area grow syn2layout: 73.03%
  – Most flops, register: res

Setup path
  – Crit path kind: in2reg
  – Worst path slowest cell: o31ai_4
  – Crit path from: sum[25]
  – Crit path DRT: 1.17 ns
  – CP endpoint kind: flop
  – CP Max Fanout: 5
  – Type of origin of the critical path: primary input
  – CP Cell Sequence: buf_8 > ha_4 > buf_6 > and4b_1 > a21oi_2 > o31ai_4 > buf_6 > buf_16 > a21oi_2
  – CP peak stage delay: 0.28 ns
  – Worst Path Arrival: 1.40 ns

Worst hold path
  – Hold endpoint: res[30]$_DFF_PN0_
  – Worst Hold Class: in2reg
  – Hold-critical path depth: 2
  – Worst hold start: sum[31]

Clocking
  – # clock sinks: 32
  – Clock transition at path regs: 0.07 ns
  – H-tree levels: 2
  – TritonCTS clock tree: built
  – Clk root buf: clkbuf_8
  – CTS buffer count: 5
  – Max Buffers Root-to-Sink: 2

Drt
  – Via/cell ratio: 3.913
  – Router iterations before antenna repair: 2
  – First DRT Iteration DRCs: 26
  – Post-route ant nets: 0
  – Wire length per cell: 14.75 µm
  – DR vias: 1,307
  – Routed WL: 4925 µm
  – # diodes: 0
  – Drt drc: 0

Floorplan
  – Total die size: 13,690 µm²
  – Die H: 117 µm
  – Die X-Extent: 117 µm
  – I/O pin count: 67
  – FP Util: 17.10%
  – Placement row count: 35
  – Area of the core: 9196 µm²

Synthesis
  – Synth warn: 1
  – Top cells, area: dfrtp_1 (51%), mux2i_1 (14%), a21oi_2 (11%)
  – Cells after synthesis: 121
  – Syn Area/Cell: 13.00 µm²
  – EDFF count, synth: 0
  – Cell type with the largest total area: dfrtp_1
  – Yosys cell types: 28
  – Post-Syn Area: 1573 µm²
  – Registers, synthesis: 32
  – Post-synth area from yosys stat: 1573 µm²
  – Ys cells: 121
  – Seq share, synth: 50.91%
  – Top-area cell share: 50.91%
  – Dominant flop cell: dfrtp_1
  – Ys async rst share: 100.0%

Global route
  – Met1 Usage GRT: 8.680%
  – Largest net degree at the start of global routing: 33
  – Vias in the first global route: 1,376
  – Grt ovf: 0
  – Grt met3 use: 2.167%
  – First-pass GRT wire length: 7652 µm
  – Gr busiest metal: met2
  – Met2 Usage GRT: 12.56%
  – Antenna violations before repair: 0
  – GRT Overall Usage: 7.190%

Final timing
  – Fmax: 811.4 MHz
  – Fin. max-slew vios: 0
  – Post-route setup slack: -0.2325 ns
  – Setup violators final: 23
  – Tightest Pin Transition: 0.2889 ns
  – Fin crit share: 123.2%
  – Final Hold Fails: 0
  – Max_slew headroom: 80.65%
  – Setup repair after global routing missed its margin: yes
  – Fin crit period: 1.232 ns
  – Setup_tns: -4.997 ns
  – Hold WS: 0.1435 ns

Power and ir drop
  – Leak pwr: 1.191 nW
  – PD cells: 1150 nW/µm²
  – Peak supply drop: 0.4181 mV

Place
  – Input/output buffers: 66
  – GP Congestion: 0.7808
  – Detail Placement HPWL: 3507 µm
  – Dpl ws: -0.9377 ns

Flow run
  – Tool warnings: 28
  – Maxcap violations: 0
==> synth_stat cells, drive strengths merged (2+ instances only) <==
cell / count
mux2i: 22
a21oi: 24
nor2: 3
inv: 2
xor2: 4
nand4: 2
nand2: 2
nand3: 2
nor3: 3
buf: 9
dfrtp: 32
xnor2: 4
and4b: 2
==> power by group <==
group	switching (mW)	internal, mW
clock	0.463	0.559
sequential	0.0224	1.39
combinational	0.280	0.414
total	0.766	2.36
==> timing repair <==
item | 4_1_cts | 5_1_grt
hold buffers | 0 | 0
buffers inserted | 16 | 1
setup endpoints to repair | 62 | 30
pin swaps | 20 | 14
gates resized | 152 | 6
hold endpoints to repair | 0 | 0
gates cloned | 4 | 0
==> worst max-delay path: cells and delay by family <==
family                     cells  cell delay (ns)
buffers and inverters          4             0.48
adders and majority gates      1             0.16
and+or+nand+nor                1             0.19
AOI/OAI and AO/OA              3             0.38
==> layer usage <==
metal / up-vias / routed length, µm
li1: 637 / -
met1: 629 / 1948
met2: 39 / 2518
met3: 2 / 401
met4: 0 / 56
met5: - / 0
==> area by class of cell <==
type                       count  area (µm²)
fill                         941        6475
timing repair buffer         103       937.1
sequential                    32       800.8
multi-input combinational     78       743.2
tap                          111       138.9
clock buffer                   7       86.33
clock inverter                 1       7.507
inverter                       2       7.507
==> per-stage QoR <==
stage	instance area (µm²)	utilization (%)	instances	power (mW)
after floorplan	1630	-	121	1.671
after global placement	2496	27.14	309	2.140
after detailed placement	2496	27.14	309	2.144
after CTS	2756	29.97	335	3.200
after global routing	2721	29.59	334	3.323
final	2721	29.59	334	3.129
==> worst max path at each step <==
stage and endpoint:
6_report res[7]$_DFF_PN0_, 4_1_cts res[21]$_DFF_PN0_, 5_1_grt res[7]$_DFF_PN0_
==> logic make-up (layout without fill, tap and decap cells) <==
logic type / Yosys count / after routing / share of synthesized area [%]
buffers and inverters: 11 / 113 / 6.762
flip-flops: 32 / 32 / 50.92
AND/OR/NAND/NOR: 18 / 18 / 7.081
adder cells (fa/ha/maj): 1 / 1 / 0.7954
XOR/XNOR: 8 / 8 / 4.455
AND-OR/OR-AND: 28 / 28 / 15.28
multiplexers: 23 / 23 / 14.72
Power and IR drop assume default switching activity.
